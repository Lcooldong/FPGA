`flow/run.sh`:
```
#!/bin/bash
# OpenROAD 26Q1-2900-gdf79404cd8, Yosys 0.63+post, stock flow scripts
make -C /OpenROAD-flow-scripts/flow DESIGN_CONFIG=/design/flow/config.mk WORK_HOME=/design/flow/orfs finish
```
`flow/config.mk`:
```
export PLATFORM = sky130hd
export DESIGN_NAME = dec_3to6_if
export DESIGN_NICKNAME = dec_3to6_if
export VERILOG_FILES = /design/flow/design.v
export SDC_FILE = /design/flow/constraint.sdc
export NUM_CORES = 4
export LEC_CHECK = 1
export CORE_AREA = 10 10 70 70
export DIE_AREA = 0 0 80 80
```
`flow/constraint.sdc`:
```
current_design dec_3to6_if

set clk_period 2.0
set clk_io_pct 0.2

create_clock -name clk0 -period $clk_period

set non_clock_inputs [all_inputs -no_clocks]
set_input_delay [expr $clk_period * $clk_io_pct] -clock clk0 $non_clock_inputs
set_output_delay [expr $clk_period * $clk_io_pct] -clock clk0 [all_outputs]
```
`flow/design.v`:
```
module dec_3to6_if(en, a, y);
    input  [2:0] a;
    input        en;
    output [5:0] y;
    reg    [5:0] y; 
    always @(en, a) begin
        if (en == 1) begin
            if      (a == 3'b000) y = 6'b000001;
            else if (a == 3'b001) y = 6'b000010;
            else if (a == 3'b010) y = 6'b000100;
            else if (a == 3'b011) y = 6'b001010;
            else if (a == 3'b100) y = 6'b010010;
            else if (a == 3'b101) y = 6'b100000;
            else if (a == 3'b110) y = 6'b000000;
            else if (a == 3'b111) y = 6'b000000;
        end
        else if (en == 0) begin
            y = 6'b000000;
        end
    end
endmodule
```
==> flow_metrics.tcl <==
# collected from the flow reports
set metrics [dict create \
    setup_viol 0 \
    ir_worst_vdd_mv 0.01105 \
    die_h_um 80 \
    nFillCells 412 \
    antenna_found_initial 0 \
    core_region_area_um2 3416 \
    seq_area_um2 90.09 \
    grt_pass1_wl_um 690 \
    ys_types 10 \
    slew_violations 0 \
    hold_buffers 0 \
    largest_register_ffs 6 \
    p_clk_share_pct 0 \
    p_comb_share_pct 68.6 \
    path_max_fanout 4 \
    drive_gt1_share_pct 22.58 \
    rsz0062_at_grt "no" \
    post-cts-setup-buffer-count 0 \
    cp-start-kind "primary input" \
    port_buffers 10 \
    drc_errors 0 \
    antenna_cells 0 \
    wl_um 432 \
    grt-ovfl-total 0 \
    mi_logic_area_um2 86.33 \
    top_usage_layer "met2" \
    dr_total_vias 141 \
    p_per_area_nw_per_um2 87.88 \
    hold_viol_final 0 \
    warnings 32 \
    yosysChipArea_um2 161.4 \
    internal_power_uw 18.61 \
    status "completed" \
    avgSynthCellArea_um2 10.09 \
    area_growth_pct 96.12 \
    unclocked_pins 6 \
    pwr-share-seq_pct 31.4 \
    firstDrtPassIters 1 \
    finalPower_uw 27.82 \
    die_width_um 80 \
    p_sw_share_pct 33.08 \
    drt_iter0_drc 0 \
    routed_via_density 1.831 \
    first_global_vias 131 \
    crit_type "primary input to output pin" \
    maxCapViolCount 0 \
    finalCriticalPeriod_ps 1831 \
    grt_max_degree 8 \
    yosys_warnings 1 \
    required_ps 1600 \
    use_met2_pct 3.291 \
    ys.flops 6 \
    p_leak_nw 0.1671 \
    grt_use_met1_pct 1.064 \
    syn_area_um2 161.4 \
    worstPathArrival_ps 1430 \
    gp_congestion 0.7171 \
    cp-end-kind "output pin" \
    die-area_um2 6400 \
    ant_nets 0 \
    max_freq_mhz 546.1 \
    wire_per_inst_um 5.610 \
    switching_power_uw 9.203 \
    finalCritPeriodShare_pct 91.55 \
    grt.met3_usage_pct 0.2273 \
    untimed_endpoints 6 \
    final_cell_mix "dlxtn_1, conb_1, dlygate4sd2_1" \
    syn_inst 16 \
    ys_cells 16 \
    grt_usage_pct 1.366 \
    fp_util_pct 4.725 \
    std_cell_rows 21 \
    num_io_pins 10 \
]
## cell usage after synthesis
cell,instances,share of area (%)
and4b_2,1,7.0
and4bb_2,1,7.8
conb_1,1,2.3
dlxtn_1,6,56
inv_1,1,2.3
nand2_1,1,2.3
nand3b_1,1,4.7
nor2_1,2,4.7
nor4b_2,1,9.3
o22ai_1,1,3.9
## final cells by class
type	count	area share [%]
Tap cell	46	18.18
Sequential cell	6	28.46
Inverter	1	1.186
Timing Repair Buffer	10	24.90
Multi-Input combinational cell	14	27.27
## kinds of logic (layout without fill, tap and decap cells)
kind of cell	Yosys count	count (layout)	share of synthesized area [%]
other	1	6	2.323
latches	6	6	55.82
buffers and inverters	1	11	2.323
AOI/OAI and AO/OA	1	1	3.878
and+or+nand+nor	7	7	35.66
## how the worst max path moves through the flow
stage / startpoint / to / slack [ps] / depth (start not counted)
6_report: a[1] / y[1] / 170 / 5
5_1_grt: a[1] / y[1] / 100 / 5
4_1_cts: a[2] / y[3] / 5 / 4
## what timing repair did
item,CTS,global route
resized,22,1
pin swaps,5,0
setup endpoints to repair,6,1
## metrics by stage
stage / setup WS, ps / setup TNS, ps / cell area, um^2 / utilization (%) / std cells
after floorplan: 576.2 / 0 / 180.2 / - / 21
after global placement: -483.2 / -2611 / 337.8 / 9.890 / 77
after detailed placement: -490.0 / -2721 / 337.8 / 9.890 / 77
after CTS: 5.358 / 0 / 314.1 / 9.194 / 77
after global routing: 96.74 / 0 / 316.6 / 9.267 / 77
final: 168.9 / 0 / 316.6 / 9.267 / 77
## power by group through the flow
stage / Clock [mW] / Sequential, mW / Combinational [mW]
finish: 0 / 0.00874 / 0.0191
CTS: 0 / 0.00889 / 0.0200
global route: 0 / 0.00924 / 0.0220
## per-layer routing
metal / wire [um] / share of wire (%) / up-vias
li1: - / - / 79
met1: 124 / 29 / 60
met2: 293 / 68 / 2
met3: 14 / 3.2 / 0
met4: 0 / 0 / 0
met5: 0 / 0 / -
## critical path: stages
cell and delay (ps):
buf_2 120, nand3b_1 190, o22ai_1 170, dlxtn_1 340, dlygate4sd2_1 210
Power figures rest on the tool's default switching activity, not on a simulated workload.
