**design/flow/design.v**
```verilog
`timescale 1ns / 1ps
module DigitalClock(reset, clk, clk1hz, clk2hz, blink, mode, set_pos, sw2, 
							sec_out, min_out, hour_out);
	input				reset, clk, clk1hz, clk2hz;
	input				blink;
	input				mode;
	input	 [2:0]	set_pos;
	input				sw2;
	output [5:0]	sec_out, min_out;
	output [4:0]	hour_out;
	reg				timeClock;
	reg	 [4:0]	hour;
	reg	 [5:0]	min, sec;
	parameter POSITION_HOUR_LOCAL=3'b100, POSITION_MINUTE_LOCAL=3'b010;
	parameter POSITION_SECOND_LOCAL=3'b001, POSITION_NONE_LOCAL=3'b000;
	parameter MODE_NORMAL_LOCAL=1'b0, MODE_SETTING_LOCAL=1'b1;
	always @ (posedge (clk)) begin
		if (mode == 1'b1)
			if (blink == 1'b1)
				timeClock <= sw2;
			else 
				timeClock <= clk2hz;
		else
			timeClock <= clk1hz;
	end
	always @ (posedge (timeClock) or negedge reset) begin
		if (~reset)
			sec <= 6'd0;
		else
			case (mode)
				MODE_NORMAL_LOCAL :
					if (sec >= 6'd59)
						sec <= 6'd0;
					else
						sec <= sec + 1'b1;
				MODE_SETTING_LOCAL :
					if (set_pos == POSITION_SECOND_LOCAL) begin 
						if (sec >= 6'd59)
							sec <= 6'd0;
						else
							sec <= sec + 1'b1;
					end
			endcase
	end
	always @ (posedge (timeClock) or negedge reset) begin
		if (~reset)
			min <= 6'd0;
		else
			case (mode)
				MODE_NORMAL_LOCAL :
					if (sec >= 6'd59) begin
						if (min >= 6'd59)
							min <= 6'd0;
						else
							min <= min + 1'b1;
					end
				MODE_SETTING_LOCAL :
					if (set_pos == POSITION_MINUTE_LOCAL) begin
						if (min >= 6'd59)
							min <= 6'd0;
						else
							min <= min + 1'b1;
				   end
			endcase
	end
	always @ (posedge (timeClock) or negedge reset) begin
		if (~reset)
			hour <= 5'd0;
		else
			case (mode)
				MODE_NORMAL_LOCAL :
					if (sec >= 6'd59) begin
						if (min >= 6'd59) begin
							if (hour >= 5'd23)
								hour <= 5'd0;
							else
								hour <= hour + 1'b1;
						end
					end
				MODE_SETTING_LOCAL :
					if (set_pos == POSITION_HOUR_LOCAL) begin
						if (hour >= 6'd59)
							hour <= 6'd0;
						else
							hour <= hour + 1'b1;
					end
			endcase
	end
	assign sec_out = sec;
	assign min_out = min;
	assign hour_out = hour;
endmodule	
module DigitalWatch(
	reset,
	clk,
	sw0,
	sw1,
	sw2,
	hourFNDSel2,
	hourFNDSel1,
	minFNDSel2,
	minFNDSel1,
	secFNDSel2,
	secFNDSel1,
	hourFND,
	minFND,
	secFND,
	mode,
	set_pos
);
input wire reset;
input wire clk;
input wire sw0;
input wire sw1;
input wire sw2;
output wire hourFNDSel2;
output wire hourFNDSel1;
output wire minFNDSel2;
output wire minFNDSel1;
output wire secFNDSel2;
output wire secFNDSel1;
output wire [6:0] hourFND;
output wire [6:0] minFND;
output wire       mode;
output wire [6:0] secFND;
output wire [2:0] set_pos;
wire blink;
wire clk100hz;
wire clk1hz;
wire clk2hz;
wire [4:0] hour_out;
wire [5:0] min_out;
wire 		  mode_ALTERA_SYNTHESIZED;
wire [5:0] sec_out;
wire [2:0] set_pos_ALTERA_SYTHESIZED;
parameter POSITION_HOUR=3'b100, POSITION_MINUTE=3'b010;
parameter POSITION_SECOND=3'b001, POSITION_NONE=3'b000;
parameter MODE_NORMAL=1'b0, MODE_SETTING=1'b1;
MasterSelect b2v_inst(
	.reset(reset),
	.clk(clk),
	.sw0(sw0),
	.sw1(sw1),
	.clk1hz_out(clk1hz),
	.clk2hz_out(clk2hz),
	.clk100hz_out(clk100hz),
	.mode_out(mode_ALTERA_SYNTHESIZED),
	.set_pos_out(set_pos_ALTERA_SYTHESIZED));
DigitalClock b2v_inst1(
	.reset(reset),
	.clk(clk),
	.clk1hz(clk1hz),
	.clk2hz(clk2hz),
	.blink(blink),
	.sw2(sw2),
	.mode(mode_ALTERA_SYNTHESIZED),
	.set_pos(set_pos_ALTERA_SYTHESIZED),
	.hour_out(hour_out),
	.min_out(min_out),
	.sec_out(sec_out));
FNDDisplay	b2v_inst2(
	.reset(reset),
	.clk(clk),
	.clk2hz(clk2hz),
	.clk100hz(clk100hz),
	.sw2(sw2),
	.dc_hour(hour_out),
	.dc_min(min_out),
	.dc_sec(sec_out),
	.mode(mode_ALTERA_SYNTHESIZED),
	.set_pos(set_pos_ALTERA_SYTHESIZED),
	.hourFNDSel2(hourFNDSel2),
	.hourFNDSel1(hourFNDSel1),
	.minFNDSel2(minFNDSel2),
	.minFNDSel1(minFNDSel1),
	.secFNDSel2(secFNDSel2),
	.secFNDSel1(secFNDSel1),
	.blink_out(blink),
	.hourFND(hourFND),
	.minFND(minFND),
	.secFND(secFND));
assign mode = mode_ALTERA_SYNTHESIZED;
assign set_pos = set_pos_ALTERA_SYTHESIZED;
defparam b2v_inst.POSITION_HOUR_LOCAL = POSITION_HOUR;
defparam b2v_inst.POSITION_MINUTE_LOCAL = POSITION_MINUTE;
defparam b2v_inst.POSITION_SECOND_LOCAL = POSITION_SECOND;
defparam b2v_inst.MODE_NORMAL_LOCAL = MODE_NORMAL;
defparam b2v_inst.MODE_SETTING_LOCAL = MODE_SETTING;
defparam b2v_inst1.POSITION_HOUR_LOCAL = POSITION_HOUR;
defparam b2v_inst1.POSITION_MINUTE_LOCAL = POSITION_MINUTE;
defparam b2v_inst1.POSITION_SECOND_LOCAL = POSITION_SECOND;
defparam b2v_inst1.POSITION_NONE_LOCAL = POSITION_NONE;
defparam b2v_inst1.MODE_NORMAL_LOCAL = MODE_NORMAL;
defparam b2v_inst1.MODE_SETTING_LOCAL = MODE_SETTING;
defparam b2v_inst2.s0 = 2'b00;
defparam b2v_inst2.s1 = 2'b01;
defparam b2v_inst2.s2 = 2'b10;
defparam b2v_inst2.POSITION_HOUR_LOCAL = POSITION_HOUR;
defparam b2v_inst2.POSITION_MINUTE_LOCAL = POSITION_MINUTE;
defparam b2v_inst2.POSITION_SECOND_LOCAL = POSITION_SECOND;
defparam b2v_inst2.MODE_NORMAL_LOCAL = MODE_NORMAL;
defparam b2v_inst2.MODE_SETTING_LOCAL = MODE_SETTING;
endmodule
`timescale 1ns / 1ps
module FNDDisplay(reset, clk, clk2hz, clk100hz, sw2, mode, set_pos, dc_sec, dc_min, dc_hour, 
						hourFND, minFND, secFND, hourFNDSel2, hourFNDSel1, minFNDSel2, minFNDSel1, secFNDSel2, secFNDSel1, blink_out);
	input				reset;
	input 			clk, clk2hz, clk100hz;
	input				sw2;
	input				mode;
	input	 [2:0]	set_pos;
	input	 [4:0]	dc_hour;
	input  [5:0] 	dc_min, dc_sec;
	output [6:0]	hourFND, minFND, secFND;
	output			hourFNDSel2, hourFNDSel1;
	output			minFNDSel2, minFNDSel1;
	output			secFNDSel2, secFNDSel1;
	output 			blink_out;
	reg	 [6:0]	hourFND, minFND, secFND;
	reg				hourFNDSel2, hourFNDSel1;
	reg				minFNDSel2, minFNDSel1;
	reg				secFNDSel2, secFNDSel1;
	reg	 [3:0]	hour10, hour0;
	reg	 [3:0]	min10, min0;
	reg	 [3:0]	sec10, sec0;
	reg	 [6:0]	FNDhour10, FNDhour0;
	reg	 [6:0]	FNDmin10, FNDmin0;
	reg	 [6:0]	FNDsec10, FNDsec0;
	reg		 		blink = 1'b1;
	reg				disp_sec, disp_min, disp_hour;	 
	reg	 [1:0]	state;
	parameter	s0=2'b00, s1=2'b01, s2=2'b10;
	parameter 	POSITION_HOUR_LOCAL=3'b100, POSITION_MINUTE_LOCAL=3'b010;
	parameter 	POSITION_SECOND_LOCAL=3'b001;
	parameter	MODE_NORMAL_LOCAL=1'b0, MODE_SETTING_LOCAL=1'b1;
	always @ (posedge clk2hz or negedge reset) begin
		if (~reset)
			blink <= 1'b1;
		else
			if (mode == MODE_SETTING_LOCAL)
				case (state)
					s0:
						if (sw2 == 1'b1) begin
							state <= s1;
							blink <= 1'b1;
						end else begin
							state <= s0;
							blink <= 1'b1;
						end
					s1:
						if (sw2 == 1'b1) begin
							state <= s2;
							blink <= 1'b1;
						end else begin
							state <= s0;
							blink <= 1'b1;
						end
					s2:
						if (sw2 == 1'b1) begin
							state <= s2;
							blink <= 1'b0;
						end else begin
							state <= s0;
							blink <= 1'b1;
						end
				endcase
			else begin
				state <= s0;
				blink <= 1'b1;
			end
		end
		assign blink_out = blink;
		always @ (posedge clk2hz) begin
			if (mode == MODE_SETTING_LOCAL) begin
				if (blink == 1'b1) begin
					case (set_pos) 
						POSITION_HOUR_LOCAL : begin
							disp_hour <= ~disp_hour;
							disp_min  <= 1'b1;
							disp_sec  <= 1'b1;
						end
						POSITION_MINUTE_LOCAL : begin
							disp_hour <= 1'b1;
							disp_min  <= ~disp_min;
							disp_sec  <= 1'b1;
						end
						POSITION_SECOND_LOCAL : begin
							disp_hour <= 1'b1;
							disp_min  <= 1'b1;
							disp_sec  <= ~disp_sec;
						end
						default :;
					endcase
				end else begin
					disp_hour <= 1'b1;
					disp_min  <= 1'b1;
					disp_sec  <= 1'b1;
				end
			end else begin
				disp_hour <= 1'b1;
				disp_min  <= 1'b1;
				disp_sec  <= 1'b1;
			end
		end
		always @ (dc_hour, dc_min, dc_sec) begin
			hour10 <= ((dc_hour % 24) / 10);
			hour0  <= (dc_hour  % 24) % 10;
			min10  <= dc_min          / 10;
			min0   <= dc_min          % 10;
			sec10	 <= dc_sec          / 10;
			sec0	 <= dc_sec          % 10;
		end
		always @ (posedge clk) begin
			if (disp_hour == 1'b1) begin
				case (hour10)
					4'd0 : FNDhour10 <= 7'b1111110;
					4'd1 : FNDhour10 <= 7'b0110000;
					4'd2 : FNDhour10 <= 7'b1101101;
					default:;
				endcase
				case (hour0)
					4'd0 : FNDhour0  <= 7'b1111110;
					4'd1 : FNDhour0  <= 7'b0110000;
					4'd2 : FNDhour0  <= 7'b1101101;
					4'd3 : FNDhour0  <= 7'b1111001;
					4'd4 : FNDhour0  <= 7'b0110011;
					4'd5 : FNDhour0  <= 7'b1011011;
					4'd6 : FNDhour0  <= 7'b1011111;
					4'd7 : FNDhour0  <= 7'b1110000;
					4'd8 : FNDhour0  <= 7'b1111111;
					4'd9 : FNDhour0  <= 7'b1110011;
					default:;
				endcase
			end else begin
				FNDhour10 <= 7'b0000000;
				FNDhour0  <= 7'b0000000;
			end
			if (disp_min == 1'b1) begin
				case (min10)
					4'd0 : FNDmin10  <= 7'b1111110;
					4'd1 : FNDmin10  <= 7'b0110000;
					4'd2 : FNDmin10  <= 7'b1101101;
					4'd3 : FNDmin10  <= 7'b1111001;
					4'd4 : FNDmin10  <= 7'b0110011;
					4'd5 : FNDmin10  <= 7'b1011011;
					default:;
				endcase
				case (min0)
					4'd0 : FNDmin0  <= 7'b1111110;
					4'd1 : FNDmin0  <= 7'b0110000;
					4'd2 : FNDmin0  <= 7'b1101101;
					4'd3 : FNDmin0  <= 7'b1111001;
					4'd4 : FNDmin0  <= 7'b0110011;
					4'd5 : FNDmin0  <= 7'b1011011;
					4'd6 : FNDmin0  <= 7'b1011111;
					4'd7 : FNDmin0  <= 7'b1110000;
					4'd8 : FNDmin0  <= 7'b1111111;
					4'd9 : FNDmin0  <= 7'b1110011;
					default:;
				endcase
			end else begin
				FNDmin10 <= 7'b0000000;
				FNDmin0  <= 7'b0000000;
			end
			if (disp_sec == 1'b1) begin
				case (sec10)
					4'd0 : FNDsec10  <= 7'b1111110;
					4'd1 : FNDsec10  <= 7'b0110000;
					4'd2 : FNDsec10  <= 7'b1101101;
					4'd3 : FNDsec10  <= 7'b1111001;
					4'd4 : FNDsec10  <= 7'b0110011;
					4'd5 : FNDsec10  <= 7'b1011011;
					default:;
				endcase
				case (sec0)
					4'd0 : FNDsec0  <= 7'b1111110;
					4'd1 : FNDsec0  <= 7'b0110000;
					4'd2 : FNDsec0  <= 7'b1101101;
					4'd3 : FNDsec0  <= 7'b1111001;
					4'd4 : FNDsec0  <= 7'b0110011;
					4'd5 : FNDsec0  <= 7'b1011011;
					4'd6 : FNDsec0  <= 7'b1011111;
					4'd7 : FNDsec0  <= 7'b1110000;
					4'd8 : FNDsec0  <= 7'b1111111;
					4'd9 : FNDsec0  <= 7'b1110011;
					default:;
				endcase
			end else begin
				FNDsec10 <= 7'b0000000;
				FNDsec0  <= 7'b0000000;
			end
		end
		always @ (clk100hz, FNDhour10, FNDhour0, FNDmin10, FNDmin0, FNDsec10, FNDsec0) begin
			if (clk100hz == 1'b1) begin
				hourFNDSel1 <= 1'b0;
				hourFNDSel2 <= 1'b1;
				hourFND     <= FNDhour0;
				minFNDSel1  <= 1'b0;
				minFNDSel2  <= 1'b1;
				minFND      <= FNDmin0;
				secFNDSel1  <= 1'b0;
				secFNDSel2  <= 1'b1;
				secFND      <= FNDsec0;
			end else begin
				hourFNDSel1 <= 1'b1;
				hourFNDSel2 <= 1'b0;
				hourFND     <= FNDhour10;
				minFNDSel1  <= 1'b1;
				minFNDSel2  <= 1'b0;
				minFND      <= FNDmin10;
				secFNDSel1  <= 1'b1;
				secFNDSel2  <= 1'b0;
				secFND      <= FNDsec10;
			end
		end
endmodule
`timescale 1ns / 1ps
module MasterSelect(reset, clk, sw0, sw1, 
			clk1hz_out, clk2hz_out, mode_out, set_pos_out, clk100hz_out);
		parameter POSITION_HOUR_LOCAL=3'b100, POSITION_MINUTE_LOCAL=3'b010;
		parameter POSITION_SECOND_LOCAL=3'b001, POSITION_NONE_LOCAL=3'b000;
		parameter MODE_NORMAL_LOCAL=1'b0, MODE_SETTING_LOCAL=1'b1;
		input				reset, clk;
		input 			sw0, sw1;
		output			mode_out;
		output [2:0]	set_pos_out;
		output			clk1hz_out, clk2hz_out, clk100hz_out;
		reg [2:0]		set_pos_out;
		integer			cnt1hz, cnt2hz, cnt100hz = 0;
		reg [2:0]		set_pos = POSITION_SECOND_LOCAL;
		reg				mode = MODE_NORMAL_LOCAL;
		reg				clk1hz, clk2hz, clk100hz;
		always @ (posedge (sw0) or negedge reset) begin
			if (~reset)
				mode <= MODE_NORMAL_LOCAL;
			else
				mode <= mode + 1'b1;
		end
		assign mode_out = mode;
		always @ (posedge (sw1) or negedge reset) begin
			if (~reset)
				set_pos <= POSITION_HOUR_LOCAL;
			else
				if (mode == MODE_SETTING_LOCAL)
					case(set_pos)
						POSITION_HOUR_LOCAL   : set_pos <= POSITION_MINUTE_LOCAL;
						POSITION_MINUTE_LOCAL : set_pos <= POSITION_SECOND_LOCAL;
						POSITION_SECOND_LOCAL : set_pos <= POSITION_HOUR_LOCAL;
					endcase
				else
					set_pos <= POSITION_NONE_LOCAL;
		end
		always @ (mode or set_pos) begin
			case(mode)
				MODE_SETTING_LOCAL :
					set_pos_out <= set_pos;
				default :
					set_pos_out <= POSITION_NONE_LOCAL;
			endcase
		end
		always @ (posedge (clk)) begin
			if (cnt1hz >= 499999) begin
				cnt1hz <= 0;
				clk1hz <= ~clk1hz;
			end else
				cnt1hz <= cnt1hz+1;
		end
		assign clk1hz_out = clk1hz;
		always @ (posedge (clk)) begin
			if (cnt2hz >= 249999) begin
				cnt2hz <= 0;
				clk2hz <= ~clk2hz;
			end else
				cnt2hz <= cnt2hz+1;
		end
		assign clk2hz_out = clk2hz; 
		always @ (posedge (clk)) begin
			if (cnt100hz >= 4999) begin
				cnt100hz <= 0;
				clk100hz <= ~clk100hz;
			end else
				cnt100hz <= cnt100hz+1;
		end
		assign clk100hz_out = clk100hz;
endmodule
```
**design/flow/run.sh**
```bash
#!/bin/bash
# OpenROAD 26Q1-2900-gdf79404cd8, Yosys 0.63+post, stock flow scripts
make -C /OpenROAD-flow-scripts/flow DESIGN_CONFIG=/design/flow/config.mk WORK_HOME=/design/flow/orfs finish
```
**design/flow/config.mk**
```make
export PLATFORM = sky130hd
export DESIGN_NAME = DigitalWatch
export DESIGN_NICKNAME = DigitalWatch
export VERILOG_FILES = /design/flow/design.v
export SDC_FILE = /design/flow/constraint.sdc
export NUM_CORES = 4
export LEC_CHECK = 1
export CORE_UTILIZATION = 40
```
**design/flow/constraint.sdc**
```tcl
current_design DigitalWatch

set clk_period 3.8
set clk_io_pct 0.2

create_clock -name clk0 -period $clk_period [get_ports {clk}]
create_clock -name clk1 -period $clk_period [get_ports {sw0}]
create_clock -name clk2 -period $clk_period [get_ports {sw1}]

set non_clock_inputs [all_inputs -no_clocks]
set_input_delay [expr $clk_period * $clk_io_pct] -clock clk0 $non_clock_inputs
set_output_delay [expr $clk_period * $clk_io_pct] -clock clk0 [all_outputs]
```
==> notes.md <==
run metrics: status=completed, CP Max Fanout=24, setup_tns=0 ps, die height=153 um, Cells after Synth=1085, largest net degree at the start of global routing=25, HP Start=b2v_inst.mode$_DFF_PN0_, crit path kind=reg -> out, clock slew seen by the registers of the worst setup and hold paths=60 ps, Leak=4.05 nW, CTS tree=done, number of global-route vias before repair=6682, Final Non-Filler Cells=1398, chip area=23600 um2, Setup Fix Bufs, Post-CTS=0, register pins left without a clock=24, top_reg_cell synth=dfxtp_1, Rel. slew slack=34.0%, PwrDens=322 nW/um2, GRT Util Overall=16.9%, met3 routed WL=494 um, Setup crit end kind=output pin, Synth Cell Area=roughly 9200 um2, YS chip area=a little over 9000 um2, post-placement worst setup slack=1360 ps, I/O pin count=36, Seq/Total Area, Yosys=37.8%, # DRC=0, Max Cap Viol=0, R2R cell count=7, Placer Congestion=between 0.8 and 0.9, PortBufs=33, Core Box Area=22600 um2, r2r startpoint=b2v_inst.cnt2hz[0]$_SDFF_PP0_, Area growth syn-to-layout=12.9%, met2 WL=7920 um, tool warning count=40, layout cell share with drive strength beyond 1=roughly 10%, Met1 Wirelength=10100 um, first-pass GRT wire length=32700 um, RSZ-0062 raised after global routing=false, final setup margin=1170 ps, endpoints left unconstrained=24, antenna viol nets, final=0, post_cts resized=0, hold buffers post-CTS=0, crit start category=register, Worst Hold Path EP=b2v_inst1.timeClock$_DFF_P_, vias per cell=5.28, Fin. Hold Viols=0, worst path required time=3040 ps, Die Wd=approximately 150 um, crit path DAT=between 1500 and 2000 ps, DP Wirelength=13400 um, hold path depth=1, initial antenna violation count=0, number of enable flip-flop cells=3, r2r setup slk=1390 ps, fp util=40.7%, First-pass DRT Iterations=5, total gr overflow=0, Top Layer Used=met4, row cnt=between 50 and 60, Max VDD drop=0.271 mV, ys flops=166, routed len/inst=between 10 and 15 um, Yosys warnings=3, Unique cell types=96, diode count=0, final WL=18900 um, first-iteration detailed-routing DRC count=roughly 490, Final Max Tran Viols=0, dpl cells=~1400, clk_skew=8.74 ps, Yosys Instances=1085, fraction of registers with async set/reset=approximately an eighth, Final setup viols=0, Tightest Pin Transition=about 990 ps, fill count=2154, Worst R2R End=b2v_inst.clk2hz$_DFFE_PP_, Worst Hold Class=reg -> reg, via count=7382, Syn Area/Cell=8.46 um2
==> through the flow <==
stage | cell area (um2) | hold WS, ps | power, mW | utilization, %
final | 10400 | 373 | 3.34 | 45.9
after detailed placement | 9690 | 433 | 1.55 | 42.9
after floorplan | 9180 | 405 | 1.54 | -
after global routing | 10400 | 428 | 3.47 | 45.9
after global placement | 9690 | 432 | 1.55 | 42.9
after CTS | 10400 | 373 | 3.39 | 45.9
==> power by group <==
| part | total [mW] | switching [mW] | internal (mW) |
|---|---|---|---|
| combinational | 0.00965 | 0.00659 | 0.00306 |
| sequential | 1.51 | 0.00245 | 1.50 |
| clock | 1.83 | 0.745 | 1.08 |
==> cells in the final DEF (no fill, tap or decap), types with 6 or more instances in the layout <==
cell             instances
o22ai_1                  7
a31oi_1                 15
or2_2                    8
nand4_1                 22
or3_1                    6
clkdlybuf4s50_1         33
o211ai_1                10
o21ai_0                 59
dfxtp_1                141
o31ai_1                  8
a21oi_1                 42
mux2_2                  19
ha_1                    25
nor2_1                 145
and2_1                  15
clkbuf_16               20
nand3_1                 52
inv_1                   34
a211oi_1                 9
nor2b_1                 12
nand2_1                106
and4_1                  10
xor2_1                  62
xnor2_1                 31
dfrtp_1                 20
nor3_1                  24
inv_6                    6
buf_4                    6
nor4_1                  10
and3_1                  16
nand2b_1                10
mux2i_1                  8
==> worst max-delay path: stages (launching register included) <==
cell             delay (ps)
edfxtp_1                340
buf_4                   320
mux2_2                  390
clkdlybuf4s50_1         400
==> sequential cells by signal, indices dropped and copies added (netlist names), 3 cells and up <==
signal	flops
b2v_inst.cnt100hz	32
b2v_inst.cnt1hz	32
b2v_inst.cnt2hz	32
b2v_inst.set_pos	3
b2v_inst1.hour	5
b2v_inst1.min	6
b2v_inst1.sec	6
b2v_inst2.FNDhour0	7
b2v_inst2.FNDhour10	5
b2v_inst2.FNDmin0	7
b2v_inst2.FNDmin10	6
b2v_inst2.FNDsec0	7
b2v_inst2.FNDsec10	6
b2v_inst2.state	3
==> Yosys cell counts, types with 6 or more instances <==
| library cell | number | area [um2] |
|---|---|---|
| a211oi_1 | 9 | 67.6 |
| a21oi_1 | 42 | 210 |
| a31oi_1 | 15 | 93.8 |
| and2_1 | 15 | 93.8 |
| and3_1 | 16 | 100 |
| and4_1 | 10 | 87.6 |
| buf_2 | 7 | 35.0 |
| buf_4 | 10 | 75.1 |
| clkbuf_1 | 26 | 97.6 |
| dfrtp_1 | 20 | 500 |
| dfxtp_1 | 141 | 2820 |
| ha_1 | 25 | 313 |
| inv_1 | 34 | 128 |
| mux2_2 | 19 | 214 |
| mux2i_1 | 8 | 80.1 |
| nand2_1 | 106 | 398 |
| nand2b_1 | 10 | 62.6 |
| nand3_1 | 52 | 260 |
| nand4_1 | 22 | 138 |
| nor2_1 | 146 | 548 |
| nor2b_1 | 12 | 75.1 |
| nor3_1 | 24 | 120 |
| nor4_1 | 10 | 62.6 |
| o211ai_1 | 10 | 75.1 |
| o21ai_0 | 59 | 295 |
| o22ai_1 | 7 | 43.8 |
| o31ai_1 | 8 | 60.1 |
| or2_2 | 8 | 50.1 |
| or3_1 | 6 | 37.5 |
| xnor2_1 | 31 | 272 |
| xor2_1 | 62 | 543 |
==> area by class of cell <==
type | count | area, um2 | share of cell area (%)
inverter | 38 | 143 | 1.38
clock inverter | 15 | 174 | 1.68
multi-input combinational | 834 | 5350 | 51.6
tap | 285 | 357 | 3.44
clock buffer | 21 | 504 | 4.86
timing repair buffer | 39 | 375 | 3.62
sequential | 166 | 3470 | 33.4
==> worst max-delay path by stage <==
stage	start	endpoint	slack (ps)	cells past startpoint
4_1_cts	b2v_inst.clk100hz$_DFFE_PP_	hourFND[5]	1150	3
5_1_grt	b2v_inst.clk100hz$_DFFE_PP_	hourFND[5]	1080	3
6_report	b2v_inst.clk100hz$_DFFE_PP_	hourFND[5]	1170	3
==> kinds of logic (layout without fill, tap and decap cells) <==
kind of cell	after synthesis	after routing	share of synthesized area, %
and+or+nand+nor	455	455	23.8
DFF	166	166	37.8
AOI/OAI and AO/OA	232	232	18.4
buffers and inverters	85	113	4.18
muxes	28	28	3.45
xor gates and xnor gates	93	93	8.87
adders and majority gates	26	26	3.53
==> metal layers <==
layer | vias to the layer above | global-route usage (%)
li1 | 3893 | -
met1 | 3380 | 27.3
met2 | 89 | 24.7
met3 | 20 | 2.28
met4 | 0 | 3.19
met5 | - | 0
Power figures rest on the tool's default switching activity, not on a simulated workload.
